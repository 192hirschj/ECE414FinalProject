==> run.sh <==
#!/bin/bash
# OpenROAD 26Q1-2900-gdf79404cd8, Yosys 0.63+post, stock flow scripts
make -C /OpenROAD-flow-scripts/flow DESIGN_CONFIG=/design/flow/config.mk WORK_HOME=/design/flow/orfs finish
==> constraint.sdc <==
current_design ALU_toplevel

set clk_period 7.5
set clk_io_pct 0.2

create_clock -name clk0 -period $clk_period

set non_clock_inputs [all_inputs -no_clocks]
set_input_delay [expr $clk_period * $clk_io_pct] -clock clk0 $non_clock_inputs
set_output_delay [expr $clk_period * $clk_io_pct] -clock clk0 [all_outputs]
==> config.mk <==
export PLATFORM = sky130hd
export DESIGN_NAME = ALU_toplevel
export DESIGN_NICKNAME = ALU_toplevel
export VERILOG_FILES = /design/flow/design.v
export SDC_FILE = /design/flow/constraint.sdc
export NUM_CORES = 4
export LEC_CHECK = 1
export CORE_AREA = 10 10 97 97
export DIE_AREA = 0 0 107 107
==> design.v <==
`timescale 1ns / 1ps
module ALU_toplevel(FS, A, B, out, zero_flag);
	parameter nBit = 16;
	input [2:0] FS;
	input [nBit-1:0] A, B;
	output reg [nBit-1:0] out;
	output reg zero_flag;
	wire cout;
	wire [nBit-1:0] arith_out;
	wire op_sel;
	assign op_sel = FS[2] | FS[1];
	add_sub #(nBit) CE1(.A(A), .B(B), .cond(FS[0]), .out(arith_out), .cout(cout));
	always@(*)
	begin
		if(op_sel == 0)
			out <= arith_out;
		else
		begin
			case(FS[1:0])
				2'b10: out <= A & B;
				2'b11: out <= A | B;
				2'b00: out <= A ^ B;
				2'b01: out <= ~A;
			endcase
		end
	end
	always@(*)
	begin
		if(out != 0)
			zero_flag <= 1'b0;
		else
		begin
			if(op_sel == 0)
			begin
				if(FS[0] == 1 & cout == 1)
					zero_flag <= 1'b1;
				else if(FS[0] == 0 & cout == 0)
					zero_flag <= 1'b1;
				else
					zero_flag <= 1'b0;
			end
			else
				zero_flag <= 1'b1;
		end
	end
endmodule
`timescale 1ns / 1ps
module add_sub(A, B, cond, out, cout);
	parameter nBit = 16;
	input [nBit-1:0] A, B;
	input cond;
	output [nBit-1:0] out;
	output cout;
	reg [nBit-1:0] B_actual;
	wire [nBit-1:0] c;
	always@(*)
	begin
		if(cond)
			B_actual <= ~B + cond;
		else
			B_actual <= B;
	end
	genvar i;
	generate
		for(i=0; i <= nBit-1; i=i+1)
		begin: generate_add_sub
			if(i==0)
				half_adder HA(A[0], B_actual[0], c[0], out[0]);
			else
				full_adder FA(A[i], B_actual[i], c[i-1], c[i], out[i]);
		end
		assign cout = c[nBit-1];
	endgenerate
endmodule
`timescale 1ns / 1ps
module full_adder(A, B, Cin, Cout, Sum);
	input A, B, Cin;
	output Cout, Sum;
	wire S;
	wire [1:0] C;
	half_adder HA_1(.A(A), .B(B), .Cout(C[0]), .Sum(S));
	half_adder HA_2(.A(S), .B(Cin), .Cout(C[1]), .Sum(Sum));
	assign Cout = C[0] | C[1];
endmodule
`timescale 1ns / 1ps
module half_adder(A, B, Cout, Sum);
	input A, B;
	output Cout, Sum;
	assign Sum = A^B;
	assign Cout = A&B;
endmodule
==> flow_summary.toml <==
# generated from flow reports
[synth]
ys_seq_share_pct = 0
synth.distinct_cells = 44
synth.largest_area_cell = "ha_1"
top_cell = "inv_1"
syn_avg_cell_area_um2 = 8.29
yosysWarnings = 2
top_cells_by_area = "ha_1 22%, fa_1 15%, inv_1 6.9%, xnor2_1 6.3%, a211oi_1 4.6%"
netlist_area_mm2 = 0.00195
syn_inst = 235
synth_stat.cells = 235
top_cells_by_count = "36 x inv_1, 34 x ha_1, 15 x fa_1, 14 x xnor2_1, 13 x nand2_1"
top_area_share_pct = 21.8
ys_area_mm2 = 0.00195

[min_path]
hold_path.class = "input pin to primary output"

[drt]
finalWirelength_um = 6050
diodes = 0
drt_iter0_drc = 63
drt_drc_violations_left = 0
routed_via_density = 4.73
drt_pass1_iterations = 4
wl_per_cell_um = 14.3
ant_nets = 0
num_vias = 2006

[power_and_ir_drop]
peakVddDrop_mv = 0.0211
leakage_uw = 0.00130
powerDensity_mw_per_mm2 = 67.9

[die]
die_area_mm2 = 0.0114
core-area_mm2 = 0.00729
die_x_um = 107
row_count = 31
die_h_um = 107
ios = 52
fp_util_pct = 26.7

[job]
tool_warnings = 51
drv_cap = 0

[critical_path]
startpoint_type = "input pin"
crit_arrival_ns = 8.45
critPathCaptureType = "primary output"
worstPathMaxFanout = 2
worstPathRequired_ns = 6.00
cp_cell_sequence = "buf_8 > nor2b_4 > ha_4 > mux2i_2 > fa_2 > fa_2 > fa_2 > fa_2 > fa_2 > fa_2 > fa_2 > fa_2 > fa_2 > fa_2 > fa_2 > fa_2 > fa_2 > fa_2 > fa_2 > a221oi_4 > or4_4 > nor4_4 > buf_2"
path_delay_family = "adder cells"
path_common_cell = "fa_2"
crit_buf_inv = 2
critPathMaxStageDelay_ns = 0.56
critical_path_class = "input pin to primary output"
cpMaxStageDelayCell = "fa_2"

[finish]
fillers = 764
flop_area_um2 = 0
final_core_util_pct = 41.0
nClkBuffers = 0
area_growth_pct = 53.6
ff_count = 0
drive_gt1_share_pct = 29.5

[sta]
worst_slack_ns = -2.45
rsz0062_at_grt = "yes"
slew_violations = 0
finalCritPeriodShare_pct = 133
slew-limit-headroom_pct = 41.8
worstMarginPinSlew_ns = 0.871
fin_crit_ns = 9.95
hold_viol_final = 0
fmaxAchievable_mhz = 101
setup_viol = 8

[placed_design]
dp_slack_ns = -3.32
dp_hpwl_um = 4990
gp_congestion = 0.896
numPortBuffers = 52

[global_route]
grt_overflow = 0
grt_pass1_wl_um = 10300
track_usage_pct = 10.8
antenna_found_initial = 0
grt_pass1_vias = 2104
grt_max_degree = 54

[run_status]
failed_checks = "negative setup slack"
status = "finished, violations left"
==> power breakdown <==
part / internal [uW] / switching [uW] / total (uW)
clock: 0 / 0 / 0
combinational: 114 / 88.8 / 203
sequential: 0 / 0 / 0
==> cell usage in the layout (no fill, tap or decap), types with 2 or more instances in the layout <==
| master | Yosys | routed |
|---|---|---|
| a32o_1 | 7 | 7 |
| inv_1 | 36 | 34 |
| a211oi_1 | 12 | 10 |
| xnor2_1 | 14 | 14 |
| or2_1 | 2 | 2 |
| buf_2 | 6 | 5 |
| or4_1 | 5 | 3 |
| buf_4 | 3 | 53 |
| dlygate4sd2_1 | 0 | 2 |
| nand2b_1 | 12 | 12 |
| clkdlybuf4s50_1 | 0 | 43 |
| a31oi_1 | 3 | 3 |
| a211oi_2 | 0 | 2 |
| nor3_1 | 2 | 2 |
| o32ai_2 | 2 | 2 |
| and2_1 | 5 | 5 |
| fa_2 | 0 | 15 |
| a21oi_1 | 2 | 2 |
| o32ai_1 | 10 | 10 |
| nand3_1 | 4 | 4 |
| nor2_1 | 2 | 2 |
| mux4_2 | 2 | 2 |
| o21ai_0 | 12 | 12 |
| o31ai_1 | 4 | 4 |
| ha_1 | 34 | 33 |
| nand2_1 | 13 | 13 |
| nor2b_1 | 3 | 2 |
| or4_4 | 0 | 2 |
| o41ai_1 | 3 | 3 |
| inv_2 | 0 | 2 |
==> logic make-up (layout without fill, tap and decap cells) <==
kind of cell,after synthesis,count (layout),synth area share (%)
simple gates,55,55,16.8
xor+xnor,14,14,6.29
fa+ha+maj,49,49,37.3
compound gates,62,62,25.1
buf+inv,51,141,11.2
mux,4,4,3.40
==> repair_timing <==
| item | 4_1_cts | 5_1_grt |
|---|---|---|
| resized | 34 | 2 |
| endpoints found under the setup margin | 9 | 8 |
| pin swaps | 4 | 2 |
| buffers inserted | 1 | 0 |
| gates cloned | 0 | 0 |
| hold buffers | 0 | 0 |
==> tightest hold or removal path, stage by stage <==
cell             delay (ns)
clkdlybuf4s50_1        0.51
a32o_1                 0.19
a211oi_2               0.05
buf_4                  0.12
buf_2                  0.10
==> per-stage QoR <==
stage | setup TNS [ns] | power [uW] | cell area, um2 | hold slack (ns) | cells
final | -9.51 | 203 | 2990 | 3.97 | 424
after global routing | -11.04 | 229 | 2990 | 4.03 | 424
after CTS | -9.74 | 203 | 2980 | 3.99 | 424
after detailed placement | -14.25 | 200 | 2950 | 4.24 | 424
after global placement | -14.24 | 200 | 2950 | 4.23 | 424
after floorplan | -8.33 | 101 | 2040 | 3.17 | 235
==> final cells by class <==
| cell class | instances | area (um2) | share of cell area [%] |
|---|---|---|---|
| tap | 99 | 124 | 4.14 |
| multi-input combinational | 184 | 1840 | 61.4 |
| timing repair buffer | 105 | 897 | 30.0 |
| inverter | 36 | 135 | 4.52 |
==> final timing paths <==
check / from / endpoint / slack [ns] / cells after the start
hold / removal: A[12] / out[12] / 3.97 / 5
setup / recovery: FS[0] / zero_flag / -2.45 / 23
==> layer usage <==
layer / up-vias / share of wire, % / routed length, um / GRT usage, %
li1: 1025 / - / - / -
met1: 921 / 48 / 2880 / 14.9
met2: 60 / 44 / 2690 / 17.3
met3: 0 / 8.0 / 484 / 3.15
met4: 0 / 0 / 0 / 0
met5: - / 0 / 0 / 0
No activity file was given, so power comes from the tool's default toggle rates.
