[constraint.sdc]
current_design barrel_shifter_16

set clk_period 2.4
set clk_io_pct 0.2

create_clock -name clk0 -period $clk_period

set non_clock_inputs [all_inputs -no_clocks]
set_input_delay [expr $clk_period * $clk_io_pct] -clock clk0 $non_clock_inputs
set_output_delay [expr $clk_period * $clk_io_pct] -clock clk0 [all_outputs]
[run.sh]
#!/bin/bash
# OpenROAD 26Q1-2900-gdf79404cd8, Yosys 0.63+post, stock flow scripts
make -C /OpenROAD-flow-scripts/flow DESIGN_CONFIG=/design/flow/config.mk WORK_HOME=/design/flow/orfs finish
[config.mk]
export PLATFORM = sky130hd
export DESIGN_NAME = barrel_shifter_16
export DESIGN_NICKNAME = barrel_shifter_16
export VERILOG_FILES = /design/flow/design.v
export SDC_FILE = /design/flow/constraint.sdc
export NUM_CORES = 4
export LEC_CHECK = 1
export CORE_AREA = 10 10 95 95
export DIE_AREA = 0 0 105 105
[design.v]
`timescale 1ns / 1ps
module barrel_shifter_16(Y, A, S);
   output [15:0] Y;   
   input [15:0]  A;   
   input [3:0] 	 S;   
   multiplexer_16_4 #(1) mux0(Y[0], 
			      A[0], A[1], A[2], A[3], A[4], A[5], A[6], A[7],
			      A[8], A[9], A[10], A[11], A[12], A[13], A[14], A[15], 
			      S[3], S[2], S[1], S[0]);
   multiplexer_16_4 #(1) mux1(Y[1], 
			      A[1], A[2], A[3], A[4], A[5], A[6], A[7], A[8], 
			      A[9], A[10], A[11], A[12], A[13], A[14], A[15], A[0],
			      S[3], S[2], S[1], S[0]);
   multiplexer_16_4 #(1) mux2(Y[2], 
			      A[2], A[3], A[4], A[5], A[6], A[7], A[8], A[9], 
			      A[10], A[11], A[12], A[13], A[14], A[15], A[0], A[1], 
			      S[3], S[2], S[1], S[0]);
   multiplexer_16_4 #(1) mux3(Y[3], 
			      A[3], A[4], A[5], A[6], A[7], A[8], A[9], A[10], 
			      A[11], A[12], A[13], A[14], A[15], A[0], A[1], A[2],  
			      S[3], S[2], S[1], S[0]);
   multiplexer_16_4 #(1) mux4(Y[4], 
			      A[4], A[5], A[6], A[7], A[8], A[9], A[10], A[11], 
			      A[12], A[13], A[14], A[15], A[0], A[1], A[2], A[3],  
			      S[3], S[2], S[1], S[0]);
   multiplexer_16_4 #(1) mux5(Y[5], 
			      A[5], A[6], A[7], A[8], A[9], A[10], A[11], A[12], 
			      A[13], A[14], A[15], A[0], A[1], A[2], A[3], A[4], 
			      S[3], S[2], S[1], S[0]);
   multiplexer_16_4 #(1) mux6(Y[6], 
			      A[6], A[7], A[8], A[9], A[10], A[11], A[12], A[13], 
			      A[14], A[15], A[0], A[1], A[2], A[3], A[4], A[5], 
			      S[3], S[2], S[1], S[0]);
   multiplexer_16_4 #(1) mux7(Y[7], 
			      A[7], A[8], A[9], A[10], A[11], A[12], A[13], A[14], 
			      A[15], A[0], A[1], A[2], A[3], A[4], A[5], A[6], 
			      S[3], S[2], S[1], S[0]);
   multiplexer_16_4 #(1) mux8(Y[8], 
			      A[8], A[9], A[10], A[11], A[12], A[13], A[14], A[15], 
			      A[0], A[1], A[2], A[3], A[4], A[5], A[6], A[7], 
			      S[3], S[2], S[1], S[0]);
   multiplexer_16_4 #(1) mux9(Y[9], 
			      A[9], A[10], A[11], A[12], A[13], A[14], A[15], A[0], 
			      A[1], A[2], A[3], A[4], A[5], A[6], A[7], A[8], 
			      S[3], S[2], S[1], S[0]);
   multiplexer_16_4 #(1) mux10(Y[10], 
			      A[10], A[11], A[12], A[13], A[14], A[15], A[0], A[1], 
			      A[2], A[3], A[4], A[5], A[6], A[7], A[8], A[9], 
			      S[3], S[2], S[1], S[0]);
   multiplexer_16_4 #(1) mux11(Y[11], 
			      A[11], A[12], A[13], A[14], A[15], A[0], A[1], A[2], 
			      A[3], A[4], A[5], A[6], A[7], A[8], A[9], A[10], 
			      S[3], S[2], S[1], S[0]);
   multiplexer_16_4 #(1) mux12(Y[12], 
			      A[12], A[13], A[14], A[15], A[0], A[1], A[2], A[3], 
			      A[4], A[5], A[6], A[7], A[8], A[9], A[10], A[11], 
			      S[3], S[2], S[1], S[0]);
   multiplexer_16_4 #(1) mux13(Y[13], 
			      A[13], A[14], A[15], A[0], A[1], A[2], A[3], A[4], 
			      A[5], A[6], A[7], A[8], A[9], A[10], A[11], A[12], 
			      S[3], S[2], S[1], S[0]);
   multiplexer_16_4 #(1) mux14(Y[14], 
			      A[14], A[15], A[0], A[1], A[2], A[3], A[4], A[5], 
			      A[6], A[7], A[8], A[9], A[10], A[11], A[12], A[13], 
			      S[3], S[2], S[1], S[0]);
   multiplexer_16_4 #(1) mux15(Y[15], 
			      A[15], A[0], A[1], A[2], A[3], A[4], A[5], A[6], 
			      A[7], A[8], A[9], A[10], A[11], A[12], A[13], A[14], 
			      S[3], S[2], S[1], S[0]);
endmodule  
module multiplexer_16_4(X, A0, A1, A2, A3, A4, A5, A6, A7, A8, A9, A10, A11, A12, A13, A14, A15, S3, S2, S1, S0);
   parameter WIDTH=16;      
   output [WIDTH-1:0] X;    
   input [WIDTH-1:0]  A15;   
   input [WIDTH-1:0]  A14;   
   input [WIDTH-1:0]  A13;   
   input [WIDTH-1:0]  A12;   
   input [WIDTH-1:0]  A11;   
   input [WIDTH-1:0]  A10;   
   input [WIDTH-1:0]  A9;    
   input [WIDTH-1:0]  A8;    
   input [WIDTH-1:0]  A7;    
   input [WIDTH-1:0]  A6;    
   input [WIDTH-1:0]  A5;    
   input [WIDTH-1:0]  A4;    
   input [WIDTH-1:0]  A3;    
   input [WIDTH-1:0]  A2;    
   input [WIDTH-1:0]  A1;    
   input [WIDTH-1:0]  A0;    
   input 	      S3;    
   input 	      S2;   
   input 	      S1;   
   input 	      S0;    
   assign X = (S3 == 0 
	       ? (S2 == 0 
		  ? (S1 == 0 
		     ? (S0 == 0 
			? A0        
			: A1)       
		     : (S0 == 0 
			? A2        
			: A3))      
		  : (S1 == 0 
		     ? (S0 == 0 
			? A4        
			: A5)       
		     : (S0 == 0 
			? A6        
			: A7)))     
	       : (S2 == 0 
		  ? (S1 == 0 
		     ? (S0 == 0 
			? A8        
			: A9)       
		     : (S0 == 0 
			? A10       
			: A11))     
		  : (S1 == 0 
		     ? (S0 == 0 
			? A12       
			: A13)      
		     : (S0 == 0 
			? A14       
			: A15))));  
endmodule  
==> results.cfg <==
; yosys + openroad results
[die]
core_area_um2 = 6910
initial_utilization_pct = 13.5
io-pin-count = 36
die-area_um2 = 11000
floorplan.die.width_um = 105
die_h_um = 105
fp-row-count = 30

[routing]
via_count = 752
initial_drt_pass_iterations = 4
avgRoutedWirePerCell_um = 16.3
detailedRoute.firstIterationViolations = 28
antenna_cells = 0
antenna_violating_nets_post_route = 0
drt_wl_total_um = 2950
drc = 0
post_drt_via_cell_ratio = 4.15

[place]
dp_worst_setup_slack_ns = -0.852
gp_weighted_congestion = 0.898
port_buffers = 36
dpl.cell_count = 170

[sta]
drv_slew = 0
layout_worst_path_cycle_share_pct = 103
timing.setup.tns_ns = -0.492
max_freq_mhz = 405
timing.final.hold_violations = 0
tightest_slew_ns = 0.159
rsz0062_at_grt = true
finalWorstSetupSlack_ns = -0.0705
maxSlewHeadroom_pct = 89.4
post-route-min-period_ns = 2.47
final-setup-viol-count = 14

[global_routing]
globalRoute.totalOverflow = 0
vias_in_the_first_global_route = 807
met1_usage_pct = 7.25
globalRouteMet2Util_pct = 6.18
grt_antenna_before_repair = 0
grtUsageTotal_pct = 5.29
gr-max-usage-layer = met1
grt_start_max_net_pins = 17
grt_pass1_wl_um = 4710
global_route.usage.met3_pct = 5.03

[worst_setup_path]
slowest_stage = mux4_2
timing.critical_path.arrival_ns = 1.99
cpPeakStageDelay_ns = 0.57
worstPathRequired_ns = 1.92
crit_type = input pin to output pin
start_kind = input pin
endpoint_kind = output pin
crit_chain = buf_12, buf_12, mux4_2, buf_6, mux4_2, buf_2
crit_fanout = 7

[yosys]
synth_area_per_cell_um2 = 16.6
synth-area-yosys_um2 = 931
ys_cells = 56
top_area_cell = mux4_2
top_area_share_pct = 55.6
cells_after_synthesis = 56
yosysUniqueCellTypes = 8
top_cells_by_area = mux4_2 56%, mux4_1 25%, buf_4 13%, buf_12 2.2%, buf_6 1.2%
yosys.stat.seqShare_pct = 0
syn-cell-area_um2 = 931
synth.yosys.warnings = 0

[layout]
register_area_um2 = 0
fin_cells = 181
nClkBuffers = 0
layout-drive-gt1-share_pct = 87.1
design.seq.count = 0
synthToLayoutAreaGrowth_pct = 43.5
fill_cells = 770
mi_logic_area_um2 = 721

[run_status]
status = complete, but fails checks
failed_checks = negative setup slack

[flow_run]
log.warning_count = 34
drv.max_cap_violation_count = 0

[min_path]
hold_path_class = input pin to output pin
timing.hold.worst_path_depth = 4

[power]
worst_ir_drop_vdd_mv = 0.0581
power_per_cell_area_nw_per_um2 = 222
leakagePower_nw = 0.478

[clock_tree]
hold_buffers = 0
cell type report:
type               instances  share of cell area, %
well taps                 96                   8.99
multi-input cells         32                   53.9
repair buffers            53                   37.1
cells in the final DEF (no fill, tap or decap), drive strengths merged:
| cell type | synthesis | final |
|---|---|---|
| clkbuf | 3 | 4 |
| dlygate4sd2 | 0 | 2 |
| buf | 21 | 34 |
| mux4 | 32 | 32 |
| clkdlybuf4s15 | 0 | 11 |
| clkdlybuf4s50 | 0 | 2 |
layer usage:
metal	vias up	share of wire (%)
li1	302	-
met5	-	0
met1	385	45
met4	0	0
met3	0	20
met2	65	35
kinds of logic (layout without fill, tap and decap cells):
logic type	after synthesis	after routing	share of synthesized area [%]
buf+inv	24	53	19.0
mux	32	32	81.0
path summary, 6_finish.rpt:
path              from     to  slack (ns)
setup / recovery  S[0]  Y[11]       -0.07
hold / removal    A[3]   Y[5]        1.67
where the power goes:
group          total (mW)  internal, mW  switching, mW
Combinational       0.296         0.193          0.103
Clock                   0             0              0
Sequential              0             0              0
Total               0.296         0.193          0.103
cell usage after synthesis:
| master | number |
|---|---|
| buf_6 | 1 |
| buf_4 | 16 |
| mux4_2 | 23 |
| mux4_1 | 9 |
| buf_2 | 2 |
| buf_12 | 1 |
| buf_1 | 1 |
| clkbuf_1 | 3 |
what timing repair did:
item | 4_1_cts | 5_1_grt
resized | 111 | 7
setup endpoints to repair | 16 | 15
setup buffers | 9 | 0
cloned | 2 | 0
through the flow:
stage          hold slack [ns]  area, µm²  util (%)  power (mW)
2_1_floorplan             1.48        931         -       0.198
3_3_place_gp              2.24       1320      19.1       0.296
3_5_place_dp              2.24       1320      19.1       0.304
4_1_cts                   1.72       1340      19.5       0.297
5_1_grt                   1.70       1340      19.3       0.322
6_report                  1.67       1340      19.3       0.296
critical path: cells and delay by family:
kind / cells / cell delay [ns]
muxes: 2 / 1.02
buffers and inverters: 4 / 0.49
Power figures rest on the tool's default switching activity, not on a simulated workload.
