==> /design/flow/run.sh <==
#!/bin/bash
# OpenROAD 26Q1-2900-gdf79404cd8, Yosys 0.63+post, stock flow scripts
make -C /OpenROAD-flow-scripts/flow DESIGN_CONFIG=/design/flow/config.mk WORK_HOME=/design/flow/orfs finish
==> /design/flow/design.v <==
`timescale 1ns / 1ps
module fileReg(
	input [15:0] D,
	input [3:0] DA, 
	input [3:0] AA,
	input [3:0] BA,  
	input RW,
	input clk,
	input clr,
	output reg [15:0] A, 
	output reg [15:0] B
    );
	 reg [15:0] register0,
	 register1, 
	 register2, 
	 register3,
	 register4,
	 register5,
	 register6,
	 register7,
	 register8,
	 register9,
	 register10,
	 register11,
	 register12,
	 register13,
	 register14,
	 register15;
	 always @(posedge clk) begin
		if(clr) begin
			register0 <= 1'b0;
			register1 <= 1'b0;
			register2 <= 1'b0;
			register3 <= 1'b0;
			register4 <= 1'b0;
			register5 <= 1'b0;
			register6 <= 1'b0;
			register7 <= 1'b0;
			register8 <= 1'b0;
			register9 <= 1'b0;
			register10 <= 1'b0;
			register11 <= 1'b0;
			register12 <= 1'b0;
			register13 <= 1'b0;
			register14 <= 1'b0;
			register15 <= 1'b0;
		end
		else if(RW) begin
			if(DA==0)
				register0 <= D;
			if(DA==1)
				register1 <= D;
			if(DA==2)
				register2 <= D;
			if(DA==3)
				register3 <= D;
			if(DA==4)
				register4 <= D;
			if(DA==5)
				register5 <= D;
			if(DA==6)
				register6 <= D;
			if(DA==7)
				register7 <= D;
			if(DA==8)
				register8 <= D;
			if(DA==9)
				register9 <= D;
			if(DA==10)
				register10 <= D;
			if(DA==11)
				register11 <= D;
			if(DA==12)
				register12 <= D;
			if(DA==13)
				register13 <= D;
			if(DA==14)
				register14 <= D;
			if(DA==15)
				register15 <= D;
		end
	end
	always @(AA, BA, register0, register1, register2, register3, register4, register5, register6, register7, register8,
				register9, register10, register11, register12, register13, register14, register15) begin
				case(AA)
					4'b0000 : A <= register0;
					4'b0001 : A <= register1;
					4'b0010 : A <= register2;
					4'b0011 : A <= register3;
					4'b0100 : A <= register4;
					4'b0101 : A <= register5;
					4'b0110 : A <= register6;
					4'b0111 : A <= register7;
					4'b1000 : A <= register8;
					4'b1001 : A <= register9;
					4'b1010 : A <= register10;
					4'b1011 : A <= register11;
					4'b1100 : A <= register12;
					4'b1101 : A <= register13;
					4'b1110 : A <= register14;
					4'b1111 : A <= register15;
				endcase
				case(BA)
					4'b0000 : B <= register0;
					4'b0001 : B <= register1;
					4'b0010 : B <= register2;
					4'b0011 : B <= register3;
					4'b0100 : B <= register4;
					4'b0101 : B <= register5;
					4'b0110 : B <= register6;
					4'b0111 : B <= register7;
					4'b1000 : B <= register8;
					4'b1001 : B <= register9;
					4'b1010 : B <= register10;
					4'b1011 : B <= register11;
					4'b1100 : B <= register12;
					4'b1101 : B <= register13;
					4'b1110 : B <= register14;
					4'b1111 : B <= register15;
				endcase
	end
endmodule
==> /design/flow/constraint.sdc <==
current_design fileReg

set clk_period 3.9
set clk_io_pct 0.2

create_clock -name clk0 -period $clk_period [get_ports {clk}]

set non_clock_inputs [all_inputs -no_clocks]
set_input_delay [expr $clk_period * $clk_io_pct] -clock clk0 $non_clock_inputs
set_output_delay [expr $clk_period * $clk_io_pct] -clock clk0 [all_outputs]
==> /design/flow/config.mk <==
export PLATFORM = sky130hd
export DESIGN_NAME = fileReg
export DESIGN_NICKNAME = fileReg
export VERILOG_FILES = /design/flow/design.v
export SDC_FILE = /design/flow/constraint.sdc
export NUM_CORES = 4
export LEC_CHECK = 1
export CORE_UTILIZATION = 30
==> flow_summary.rst <==
Implementation results
======================

.. list-table::
   :header-rows: 1

   * - Metric
     - Value
   * - M3 GR Usage
     - 6.88%
   * - Starting DRT DRC Count
     - 1,579
   * - Category of the worst setup path capture point
     - primary output
   * - Final design instance area without fill
     - 0.0162 sq mm
   * - Post-detailed-routing wire length
     - 62,800 um
   * - Clock latency on the worst-skew pair
     - 0.57 ns
   * - Clock Path Buffers
     - 3
   * - Dominant Register Cell
     - sky130_fd_sc_hd__dfxtp_1
   * - Tally of filler cells in the layout
     - 4,512
   * - Fraction of met2 tracks used by global routing
     - 42.1%
   * - FFs w/ async S/R, synth
     - 0%
   * - Critical Path Source Type
     - primary input
   * - Routing layer with the top usage in global route
     - met2
   * - Maximum number of pins on one net before global-route repair
     - 89
   * - IO Port Bufs
     - 62
   * - Global-route usage over all layers
     - 28.3%
   * - Worst endpoint data arrival time
     - 3.08 ns
   * - Actual transition at the worst max-transition pin
     - 0.864 ns
   * - Antenna violations before repair
     - 0
   * - Final core utilization
     - 36.7%
   * - Number of inserted diodes
     - 0
   * - Placed Instance Area
     - 0.0151 sq mm
   * - Final slew viol count
     - 0
   * - Fmax
     - 259 MHz
   * - # Max-Cap Violations
     - 0
   * - Worst Path Required
     - 3.12 ns
   * - Critical Path Slowest Stage Cell
     - sky130_fd_sc_hd__clkdlybuf4s50_1
   * - Instance count of the mapped netlist
     - 1,757
   * - Count of instantiated cells in the yosys netlist
     - 1,757
   * - EDFF count, synth
     - 0
   * - OpenROAD warnings
     - 26
   * - Chip area
     - 0.0455 sq mm
   * - Overall Power
     - 0.00624 W
   * - DRC violation count after routing
     - 0
   * - TritonRoute pass-1 iters
     - 6
   * - Root buffer cell
     - sky130_fd_sc_hd__clkbuf_16
   * - List of cells traversed by the critical path
     - clkdlybuf4s50_1 -> buf_12 -> nor2b_2 -> buf_12 -> buf_12 -> a22oi_1 -> nor2_1 -> a211oi_1 -> a31oi_1 -> clkdlybuf4s50_1
   * - Sequential element share of the synthesized area
     - 38.2%
   * - Global-route wire length before repair
     - 91,200 um
   * - Number of register bits inferred by synthesis
     - 256
   * - Met1 GRT Util
     - 39.4%
   * - Avg Synthesized Cell Area
     - 7.63 sq um
   * - Setup WS pre-CTS
     - -0.0650 ns
   * - TritonCTS clock tree
     - yes
   * - Worst Hold Slack
     - 0.468 ns
   * - Unrepaired setup endpoints after global routing
     - yes
   * - Total clock buffers created by CTS
     - 28
   * - Starting density of the core
     - 30.4%
   * - Area Overhead vs Synth
     - 20.9%
   * - Yosys synthesis chip area
     - 0.0134 sq mm
   * - Placeable core area
     - 0.0441 sq mm
   * - Cell area after synthesis
     - 0.0134 sq mm
   * - Path type of the worst min-delay path
     - reg -> reg
   * - Most numerous cell on the critical path
     - sky130_fd_sc_hd__buf_12
   * - Final critical-path setup slack
     - 0.0377 ns
   * - Run status
     - complete, no violations
   * - Kind of critical path
     - in -> out
   * - Maximum fanout count along the critical path
     - 16
   * - Placed wire-length estimate
     - 41,500 um
   * - Highest cell delay on the worst timing path
     - 0.52 ns
   * - Count of vias placed by the detailed router
     - 14,200
   * - Peak ir drop on the vdd network
     - 0.000359 V
   * - H-tree depth
     - 1
   * - Placer Congestion
     - 1.02
   * - Relative slew slack
     - 42.2%
   * - Setup violation total in the final timing report
     - 0
   * - Final critical-path required period
     - 3.86 ns
   * - Core Rows
     - 77
   * - Number of warnings reported in the yosys synthesis log
     - 1
   * - Total congestion overflow after global routing
     - 0
   * - Cell variety after synth
     - 59
   * - Height of the chip
     - 213 um
   * - Post-route antenna net violation count
     - 0
   * - Mean number of vias per cell
     - 5.85
   * - Final-report hold violation count
     - 0
   * - # IOs
     - 63
   * - Sinks on Clock Net
     - 256
   * - Number of global-route vias before repair
     - 13,500
   * - Clock-pin slew reported for the worst setup and hold paths after clock tree synthesis
     - 0.06 ns
   * - Static Leak
     - 5.38 nW
   * - Wire per inst
     - 25.8 um
   * - Power density cells
     - 385 mW/mm^2
   * - Post-route clock skew
     - 0 ns
   * - Share of final-layout standard cells stronger than drive strength 1
     - 13.2%
   * - Cycle use final
     - 99.0%
   * - Width of the chip
     - 213 um
[cell usage after synthesis, types with 4 or more instances]
| master | instances | area [sq um] |
|---|---|---|
| sky130_fd_sc_hd__nand2_1 | 464 | 1740 |
| sky130_fd_sc_hd__a21oi_1 | 262 | 1310 |
| sky130_fd_sc_hd__dfxtp_1 | 256 | 5120 |
| sky130_fd_sc_hd__clkbuf_1 | 101 | 379 |
| sky130_fd_sc_hd__nor2_1 | 101 | 379 |
| sky130_fd_sc_hd__a22o_1 | 82 | 718 |
| sky130_fd_sc_hd__mux2i_1 | 81 | 811 |
| sky130_fd_sc_hd__a22oi_1 | 66 | 495 |
| sky130_fd_sc_hd__buf_2 | 51 | 255 |
| sky130_fd_sc_hd__o22ai_1 | 48 | 300 |
| sky130_fd_sc_hd__a31oi_1 | 27 | 169 |
| sky130_fd_sc_hd__nor2b_1 | 27 | 169 |
| sky130_fd_sc_hd__a221oi_1 | 22 | 193 |
| sky130_fd_sc_hd__buf_4 | 13 | 97.6 |
| sky130_fd_sc_hd__a211oi_1 | 12 | 90.1 |
| sky130_fd_sc_hd__nand2b_1 | 10 | 62.6 |
| sky130_fd_sc_hd__a21boi_0 | 9 | 67.6 |
| sky130_fd_sc_hd__a32oi_1 | 8 | 70.1 |
| sky130_fd_sc_hd__nand3_1 | 8 | 40.0 |
| sky130_fd_sc_hd__inv_1 | 7 | 26.3 |
| sky130_fd_sc_hd__nor2_2 | 7 | 43.8 |
| sky130_fd_sc_hd__o32a_1 | 7 | 70.1 |
| sky130_fd_sc_hd__mux4_2 | 6 | 135 |
| sky130_fd_sc_hd__and2_1 | 5 | 31.3 |
| sky130_fd_sc_hd__and3_1 | 5 | 31.3 |
| sky130_fd_sc_hd__nor2_4 | 5 | 56.3 |
| sky130_fd_sc_hd__nor3_1 | 5 | 25.0 |
| sky130_fd_sc_hd__nor3b_1 | 5 | 37.5 |
| sky130_fd_sc_hd__a21o_1 | 4 | 30.0 |
| sky130_fd_sc_hd__buf_1 | 4 | 15.0 |
| sky130_fd_sc_hd__mux2_2 | 4 | 45.0 |
| sky130_fd_sc_hd__o21ai_0 | 4 | 20.0 |
[power by group]
part           switching, W  leakage, nW  internal (W)  total [W]
Clock               0.00116        0.469       0.00169    0.00285
Sequential        0.0000325         2.07       0.00265    0.00268
Combinational      0.000471         2.84      0.000243   0.000714
[sequential cells by signal, summed over array words and instances, names as in the netlist]
signal	count
register11	16
register5	16
register3	16
register4	16
register1	16
register6	16
register13	16
register10	16
register15	16
register12	16
register0	16
register8	16
register14	16
register2	16
register7	16
register9	16
[cell families after synthesis]
group	synth area share, %
AND/OR/NAND/NOR	20.7
AND-OR/OR-AND	27.7
buffers and inverters	5.99
flip-flops	38.2
multiplexers	7.39
[worst max-delay path, delay by kind of cell]
family	cells	cell delay, ns
and+or+nand+nor	2	0.41
AOI/OAI and AO/OA	3	0.35
buffers and inverters	5	1.51
[per-stage QoR]
| step | instances | setup TNS (ns) |
|---|---|---|
| detailed placement | 2382 | -0.168 |
| floorplan | 1757 | 0 |
| finish | 2434 | 0 |
| global route | 2434 | -0.0223 |
| CTS | 2433 | 0 |
| global placement | 2382 | -0.183 |
[area by class of cell]
type / count / area (sq um) / share of cell area [%]
multi-input cells: 1321 / 7540 / 46.5
inverters: 9 / 33.8 / 0.209
clock buffers: 42 / 845 / 5.21
clock inverters: 9 / 128 / 0.788
well taps: 592 / 741 / 4.57
repair buffers: 205 / 1790 / 11.1
flip-flops and latches: 256 / 5120 / 31.6
[cell usage in the layout (no fill, tap or decap), types with 5 or more instances in the layout]
master / netlist / final
sky130_fd_sc_hd__a211oi_1: 12 / 10
sky130_fd_sc_hd__a21boi_0: 9 / 9
sky130_fd_sc_hd__a21oi_1: 262 / 261
sky130_fd_sc_hd__a221oi_1: 22 / 21
sky130_fd_sc_hd__a22o_1: 82 / 82
sky130_fd_sc_hd__a22oi_1: 66 / 66
sky130_fd_sc_hd__a31oi_1: 27 / 25
sky130_fd_sc_hd__a32oi_1: 8 / 8
sky130_fd_sc_hd__buf_12: 0 / 9
sky130_fd_sc_hd__buf_2: 51 / 6
sky130_fd_sc_hd__buf_4: 13 / 131
sky130_fd_sc_hd__clkbuf_1: 101 / 6
sky130_fd_sc_hd__clkbuf_16: 0 / 29
sky130_fd_sc_hd__clkbuf_8: 0 / 8
sky130_fd_sc_hd__clkdlybuf4s50_1: 0 / 52
sky130_fd_sc_hd__dfxtp_1: 256 / 256
sky130_fd_sc_hd__inv_1: 7 / 7
sky130_fd_sc_hd__mux2i_1: 81 / 81
sky130_fd_sc_hd__mux4_2: 6 / 6
sky130_fd_sc_hd__nand2_1: 464 / 464
sky130_fd_sc_hd__nand2b_1: 10 / 10
sky130_fd_sc_hd__nand3_1: 8 / 8
sky130_fd_sc_hd__nor2_1: 101 / 101
sky130_fd_sc_hd__nor2_2: 7 / 7
sky130_fd_sc_hd__nor2_4: 5 / 5
sky130_fd_sc_hd__nor2b_1: 27 / 24
sky130_fd_sc_hd__nor3_1: 5 / 5
sky130_fd_sc_hd__o22ai_1: 48 / 48
sky130_fd_sc_hd__o32a_1: 7 / 7
[timing repair]
item                                    4_1_cts  5_1_grt
endpoints found under the setup margin        5       16
pin swaps                                     1        9
setup buffers                                 0        1
gates resized                                 2       18
hold buffers                                  0        0
[path summary, 6_finish.rpt]
check | start | endpoint | slack, ns | cells after the start
setup / recovery | AA[1] | A[7] | 0.04 | 10
setup reg to reg | register8[0] | register8[0] | 3.14 | 2
hold / removal | register1[12] | register1[12] | 0.47 | 2
hold reg to reg | register1[12] | register1[12] | 0.47 | 2
[per-layer routing]
| metal | part of all wire, % | wire (um) | vias to the layer above |
|---|---|---|---|
| li1 | - | - | 6340 |
| met1 | 40 | 25400 | 6760 |
| met2 | 43 | 27200 | 914 |
| met3 | 11 | 6780 | 219 |
| met4 | 5.6 | 3490 | 0 |
| met5 | 0 | 0 | - |
Power is estimated from default activity; no workload was simulated.
